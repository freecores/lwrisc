$ cat /design/flow/design.v
module led_interface (
input clk,  rst,  wr, rd,
input [7:0] din,
output reg [7:0] dout,
output [7:0]led
);
reg [7:0] led_data;
assign led = led_data;
always @ (posedge clk)
if (rst)
led_data = 0;
else if (wr)
led_data=din;
always@ (posedge clk)
if (rd)
dout=led_data;
else dout = 0; 
endmodule
module clock_seg7led_interface(
input clk,rst,
input [7:0]din,
output reg [7:0]dout,
input wr,rd ,
input [2:0]wr_addr,input [2:0]rd_addr,
output reg [7:0] seg7_sel,seg7_data
);  
reg [7:0]buff[0:3];
always @ (posedge clk)
if (wr)
buff[wr_addr] = din;
always @(posedge clk)
if (rd)
dout = buff[rd_addr] ;
else dout=0;
    reg [31:0] seg7_cntr;
    always @(posedge clk)seg7_cntr=seg7_cntr+1;
    wire  [2:0]  sel =seg7_cntr[17:15] ;  
	wire flash_bit = seg7_cntr[21];
    always @(posedge clk)
    case (sel[2:0])
        0:seg7_data=(buff[3][0]&flash_bit)?'hff:seg(buff[0][3:0]);
        1:seg7_data=(buff[3][1]&flash_bit)?'hff:seg(buff[0][3:0]);
        2:seg7_data=(buff[3][2]&flash_bit)?'hff:~8'b01000000;
        3:seg7_data=(buff[3][3]&flash_bit)?'hff:seg(buff[1][3:0]);
        4:seg7_data=(buff[3][4]&flash_bit)?'hff:seg(buff[1][3:0]);
        5:seg7_data=(buff[3][5]&flash_bit)?'hff:~8'b01000000;
        6:seg7_data=(buff[3][6]&flash_bit)?'hff:seg(buff[2][3:0]);
        7:seg7_data=(buff[3][7]&flash_bit)?'hff:seg(buff[2][3:0]);
    endcase
    always @(posedge clk) seg7_sel=~(1<<sel);
    function [7:0] seg;
        input [3:0] data;
        begin
            case(data)
                0: seg = ~8'b00111111; 
                1: seg = ~8'b00000110; 
                2: seg = ~8'b01011011; 
                3: seg = ~8'b01001111; 
                4: seg = ~8'b01100110; 
                5: seg = ~8'b01101101; 
                6: seg = ~8'b01111101; 
                7: seg = ~8'b00000111; 
                8: seg = ~8'b01111111; 
                9: seg = ~8'b01101111; 
                10: seg = ~8'b01110111; 
                11: seg = ~8'b01111100; 
                12: seg = ~8'b01011000; 
                13: seg = ~8'b01011110; 
                14: seg = ~8'b01111001; 
                15: seg = ~8'b01110001; 
            endcase
        end
    endfunction
endmodule 
module seg7led_interface(
input clk,rst,
input [7:0]din,
output reg [7:0]dout,
input wr,rd ,
input [2:0]wr_addr,
input [2:0]rd_addr,
output reg [7:0] seg7_sel,
output reg [7:0] seg7_data
);  
reg [7:0]buff[0:7];
always @ (posedge clk)if (wr)buff[wr_addr] = din;
always @(posedge clk)if (rd)dout = buff[rd_addr] ;else dout=0;
reg  [22:0] cntr ;
always @ (posedge clk)
cntr = cntr +1;
reg  [2:0]sel ;
always @ (posedge clk)
sel= cntr[22:19];
always @(posedge clk)
  case (sel)
   0:seg7_data=buff[0];
   1:seg7_data=buff[1];
   2:seg7_data=buff[2];
   3:seg7_data=buff[3];
   4:seg7_data=buff[4];
   5:seg7_data=buff[5];
   6:seg7_data=buff[6];
   7:seg7_data=buff[7];   
  endcase   
  always @(posedge clk)  
   seg7_sel = 1<<sel;    
endmodule 
module sw_interface(
input clk,rst,rd,
input [7:0]sw,
output reg[7:0] dout
);
reg [7:0]sw_r;
always @ (posedge clk)sw_r = sw;
always @ (posedge clk)if (rd)dout=sw_r;else dout =0;
endmodule 
module key_interface(
input clk,rst,rd,
input [3:0]key,
output reg [7:0]dout
);
reg [3:0]key_r;
always @ (posedge clk)
key_r=key; 				 
wire [3:0]w_key;	
always @(posedge clk)
begin 
dout[7:4]=0;
if (rd)dout[3:0] = w_key;else dout[3:0]=0;
end		 	
key_fsm ukey0(.clk(clk),.rst(rst),.key_i(key_r[0]),.key_o(w_key[0]),.rd(rd));	
key_fsm ukey1(.clk(clk),.rst(rst),.key_i(key_r[1]),.key_o(w_key[1]),.rd(rd));	
key_fsm ukey2(.clk(clk),.rst(rst),.key_i(key_r[2]),.key_o(w_key[2]),.rd(rd));	
key_fsm ukey3(.clk(clk),.rst(rst),.key_i(key_r[3]),.key_o(w_key[3]),.rd(rd));	 
endmodule 	  
module beep_interface(
	input clk,rst,rd,wr,
	output reg [7:0]dout ,
	input [7:0]din,
	output  beep
	);		   
	reg beep_en;
	always @ (posedge clk)
		if (rst)beep_en=0;
		else if (wr)
			beep_en=din[0];
	always @(posedge clk)
		if (rd)
			dout ={7'b0, beep_en}; 
		else dout=0;  
  BELL uu(
        .sys_clk(clk),
		    .beep(beep),
		    .beep_en(beep_en)
		    );				
endmodule 	
module devices_box(
input clk,rst,wr,rd,
input [7:0]din,
input [7:0]sw ,
input [3:0] key,
input [7:0]wr_addr,
input [7:0]rd_addr,
output  [7:0]dout ,
output  [7:0]seg7_sel,
output [7:0]seg7_data, 
output [7:0]led
);					  			   						   
wire [7:0]dout_key;
wire sel_key_wr = wr_addr==10;
wire sel_key_rd = rd_addr==10;
key_interface u1(
 .clk(clk),
 .rst(rst),
 .rd(rd&sel_key_rd),
 .key(key),
 .dout(dout_key)
);
wire [7:0]dout_sw;
wire sel_sw_wr  = wr_addr==9;	
wire sel_sw_rd  = rd_addr==9;
 sw_interface u2(
.clk(clk),
.rst(rst),
.rd(rd&sel_sw_rd),
.sw(sw),
.dout(dout_sw)
);
wire [7:0]dout_seg7led;
wire sel_seg7_wr = (wr_addr&(~7))== 0;	  
wire sel_seg7_rd = (rd_addr&(~7))== 0;	 
hard_clock 	   
clock(
.clk(clk),
.rst(rst),
.din(din ),
.dout(dout_seg7led),
.wr(wr&sel_seg7_wr ),
.rd(rd&sel_seg7_rd ) ,
.rd_addr(rd_addr[2:0]),
.wr_addr(wr_addr[2:0]),
.seg7_sel(seg7_sel),
.seg7_data(seg7_data)
);  
wire [7:0] dout_led;
wire sel_led_wr = rd_addr==8;
wire sel_led_rd = wr_addr==8;
led_interface u4(
.clk(clk),  
.rst(rst),  
.wr(wr&sel_led_wr), 
.rd(rd&sel_led_rd),
.din(din),
.dout(dout_led),
.led(led)
);	
wire [7:0]dout_beep;
wire sel_beep_rd = rd_addr==11;
wire sel_beep_wr = wr_addr==11;    
beep_interface u5(
.clk(clk),
.rst(rst),
.rd(rd&sel_beep_rd),
.wr(wr&sel_beep_wr),
.dout(dout_beep) ,
.din(din),
.beep(beep)
);		 
wire [7:0] dout_secgen ;
wire sel_secgen_rd = rd_addr==12;
wire sel_secgen_wr = wr_addr==12;	  
second_gen secgen(
.clk(clk),
.rst(rst),
.rd(rd&sel_secgen_rd),
.din(din),
.wr(wr&sel_secgen_wr),
.dout(dout_secgen) 
);
assign dout = dout_key | dout_sw |dout_seg7led | dout_led | dout_beep | dout_secgen;
endmodule				   			  
module second_gen(
	input clk,rst,
	input rd,
	input [7:0]din,
	input wr,
	output reg [7:0]dout 
	);
reg [31:0] cntr;
wire time_out =  cntr==(25000000-1);
wire clr = wr&(din[0]==0);
always @(posedge clk)
	if (rst)cntr=0;	  
	else 
		if (time_out)
			cntr=0;	  	   
		else 	 
			cntr=cntr+1;  		
reg int_req;
always @ (posedge clk)				 
	if (clr)
	int_req=0; 
	else  
		int_req = int_req|time_out  ;	 
always @ (posedge clk)
	if(rd)
		dout={7'b0,int_req};
	else dout=0;
endmodule 	   		
module hard_clock(
	input clk,
	input rst,
	input wr,
	input rd,
	input [2:0]rd_addr,
	input [2:0]wr_addr,
	output reg [7:0] seg7_data,
	output reg [7:0] seg7_sel,
	input [7:0]din,
	output reg[7:0]dout
	);						 			 
	reg [7:0]hour;
	reg [7:0]min;
	reg [7:0]sec; 		
	reg [7:0]ctl;	   	
	always @ (posedge clk)if (rst)hour=0; else if (wr&wr_addr==2)hour=din;			
	always @ (posedge clk)if (rst)min=0; else  if (wr&wr_addr==1)min=din;  	
	always @ (posedge clk)if (rst)sec=0; else if (wr&wr_addr==0)sec=din;
	always @(posedge clk)  if (rd)
		case  (rd_addr[2:0])
			0:dout = sec;
			1 :dout = min;
			2:dout = hour;
			3:dout = ctl;
		endcase	 else dout=0;					   				 
    reg [31:0] seg7_cntr;
    always @(posedge clk)seg7_cntr=seg7_cntr+1;
    wire  [2:0]  sel =seg7_cntr[17:15] ;  
	wire flash_bit = seg7_cntr[23];
    always @(posedge clk)
    case (sel[2:0])
        0:seg7_data=(ctl[0]&flash_bit)?'hff:seg(sec[3:0]);
        1:seg7_data=(ctl[1]&flash_bit)?'hff:seg(sec[7:4]);
        2:seg7_data=(ctl[2]&flash_bit)?'hff:~8'b01000000;
        3:seg7_data=(ctl[3]&flash_bit)?'hff:seg(min[3:0]);
        4:seg7_data=(ctl[4]&flash_bit)?'hff:seg(min[7:4]);
        5:seg7_data=(ctl[5]&flash_bit)?'hff:~8'b01000000;
        6:seg7_data=(ctl[6]&flash_bit)?'hff:seg(hour[3:0]);
        7:seg7_data=(ctl[7]&flash_bit)?'hff:seg(hour[7:4]);
    endcase
    always @(posedge clk) seg7_sel=~(1<<sel);	 
    function [7:0] seg;
        input [3:0] data;
        begin
            case(data)
                0: seg = ~8'b00111111; 
                1: seg = ~8'b00000110; 
                2: seg = ~8'b01011011; 
                3: seg = ~8'b01001111; 
                4: seg = ~8'b01100110; 
                5: seg = ~8'b01101101; 
                6: seg = ~8'b01111101; 
                7: seg = ~8'b00000111; 
                8: seg = ~8'b01111111; 
                9: seg = ~8'b01101111; 
                10: seg = ~8'b01110111; 
                11: seg = ~8'b01111100; 
                12: seg = ~8'b01011000; 
                13: seg = ~8'b01011110; 
                14: seg = ~8'b01111001; 
                15: seg = ~8'b01110001; 
            endcase
        end
    endfunction				 
endmodule			  		  
module key_fsm(
	input clk,rst,
	input key_i,
	output reg key_o,
	input rd
	);	
	reg [3:0]curr_state,next_state;
	reg [31:0] cntr ; 
	always @ (posedge clk)	
		if (rst)cntr =0;
		else if (curr_state==1)
			cntr=cntr+1;
		else cntr=0;
	always @ (posedge clk)
		if (rst)curr_state=0;
		else
			curr_state = next_state; 
	always @*
	   case (curr_state)
		   0:if (key_i==1&rd) 
			   next_state = 1;else next_state = 0;
		   1:if(cntr==25000000/2)
			   next_state = 0;else next_state = 1;
	   endcase 
always @* 
	key_o=key_i&(~curr_state);	 
endmodule
$ cat /design/flow/run.sh
#!/bin/bash
# OpenROAD 26Q1-2900-gdf79404cd8, Yosys 0.63+post, stock flow scripts
make -C /OpenROAD-flow-scripts/flow DESIGN_CONFIG=/design/flow/config.mk WORK_HOME=/design/flow/orfs finish
$ cat /design/flow/config.mk
export PLATFORM = sky130hd
export DESIGN_NAME = hard_clock
export DESIGN_NICKNAME = hard_clock
export VERILOG_FILES = /design/flow/design.v
export SDC_FILE = /design/flow/constraint.sdc
export NUM_CORES = 4
export LEC_CHECK = 1
export CORE_UTILIZATION = 50
$ cat /design/flow/constraint.sdc
current_design hard_clock

set clk_period 3.7
set clk_io_pct 0.2

create_clock -name clk0 -period $clk_period [get_ports {clk}]

set non_clock_inputs [all_inputs -no_clocks]
set_input_delay [expr $clk_period * $clk_io_pct] -clock clk0 $non_clock_inputs
set_output_delay [expr $clk_period * $clk_io_pct] -clock clk0 [all_outputs]
==> out/qor.csv <==
stage;metric;value;unit
outcome;outcome;finished clean;
die;dieWidth;108;µm
routing;routed_via_density;5.56;
cts;cts_resized;0;
placement;place_ws;0.421;ns
synth;async_flop_share;0;
layout;final_util;0.586;
layout;num-fill-cells;963;
synth;synth_warnings;9;
global_route;antenna_found_initial;0;
layout;final_cell_mix;dfxtp_1 (107), nand2_1 (50), a21oi_1 (48);
routing;drc;0;
flow_run;warning_count;55;
power_and_ir_drop;power.density;349;nW/µm²
setup_path;slowest_delay;0.53;ns
routing;first_iter_violations;295;
synth;ys_cells;614;
setup_path;r2r_cells;4;
setup_path;critPathKind;in2reg;
setup_path;crit_required;3.97;ns
layout;layout_top_cell;dfxtp_1;
synth;ff_type;dfxtp_1;
synth;synth_area;5580;µm²
cts;cts_hold_buf;0;
cts;clk_pin_slew;0.11;ns
cts;cts_tree;done;
layout;area_growth;13.8;%
die;row_count;38;
placement;gp_congestion;0.894;
global_route;overflow;0;
timing;layout_setup_ws;0.800;ns
cts;cts_made_buffers;9;
timing;maxSlewHeadroom;0.452;
cts;clock_path_buffers;2;
timing;tightest_slew;0.821;ns
min_path;min_path_cells;1;
layout;drive_gt1_frac;0.0859;
setup_path;critPathBufInv;3;
placement;place_area;6120;µm²
setup_path;start_kind;input port;
cts;cts.sinks;107;
setup_path;cpMaxStageDelayCell;clkdlybuf4s50_1;
synth;synth_cells;614;
routing;vias;4407;
cts;cts_root_buf;clkbuf_8;
die;fp_util;0.515;
setup_path;cp_max_fo;15;
routing;wl;13.3;mm
setup_path;r2r_setup_slack;1.64;ns
setup_path;crit_chain;clkdlybuf4s50_1, nor4b_2, buf_4, nand2_1, a21oi_1, inv_1, ha_1, nor2b_1, o41ai_1;
placement;post-dp-hpwl;9.90;mm
flow_run;drv_cap;0;
synth;synth_flop_count;107;
timing;final_max_slew_viol_count;0;
die;die-height;108;µm
timing;clock_skew;0.0121;ns
synth;yosysChipArea;5580;µm²
cts;cts_setup_buffers;0;
routing;firstDrtPassIters;5;
power_and_ir_drop;p_leak;2.40;nW
global_route;grt_max_degree;35;
global_route;grt_pass1_vias;4113;
setup_path;worstPathArrival;3.17;ns
timing;rsz0062_at_grt;no;
routing;antenna_left;0;
layout;final_area;6350;µm²
cts;insertion_delay;0.39;ns
placement;dp_cells;776;
timing;min_period_over_period;0.784;
setup_path;cp_num_cells;9;
cts;htree_levels;3;
power_and_ir_drop;vdd_drop_max;0.000327;V
global_route;grt_pass1_wl;21.5;mm
timing;timing.final.crit_period;2.90;ns
synth;ys_seq_share;0.384;
timing;finalHoldViolCount;0;
synth;synth-edff-count;0;
die;dieArea;11600;µm²
setup_path;critical-path-top-delay-family;buffers and inverters;
die;pin_count;42;
global_route;track_usage;0.249;
routing;antenna_cells;0;
placement;port_buffers;40;
synth;syn-mean-instance-area;9.09;µm²
setup_path;end_kind;flop;
timing;tns;0;ns
die;coreArea;10800;µm²
layout;stdcell_count;792;
synth;synth_cell_types;63;
routing;detail_route.wl_per_cell;16.8;µm
timing;fmax;345;MHz
min_path;hold_class;reg2reg;
timing;setup_viol;0;
-- cells by family after synthesis --
group | after synthesis | share of synthesized area
buf+inv | 60 | 0.0473
fa+ha+maj | 37 | 0.0830
compound gates | 145 | 0.173
xor+xnor | 17 | 0.0267
flops | 107 | 0.384
mux | 51 | 0.100
simple gates | 196 | 0.185
other cells | 1 | 0.000672
-- cell usage after synthesis, types with 3 or more instances --
cell | count | area, µm²
xor2_1 | 6 | 52.6
or3_1 | 3 | 18.8
o22ai_1 | 11 | 68.8
nand4b_1 | 3 | 26.3
o31a_1 | 4 | 35.0
nand2b_1 | 20 | 125
nor2b_1 | 16 | 100
o2bb2ai_1 | 5 | 43.8
and2_1 | 10 | 62.6
mux2i_1 | 39 | 390
dfxtp_1 | 107 | 2140
buf_6 | 3 | 33.8
a211oi_1 | 14 | 105
nor3_1 | 8 | 40.0
nand4_1 | 5 | 31.3
o22a_1 | 5 | 43.8
xnor2_1 | 11 | 96.3
nand3_1 | 12 | 60.1
mux2_2 | 9 | 101
and3_1 | 3 | 18.8
a21oi_1 | 48 | 240
o21ai_0 | 20 | 100
nand2_1 | 50 | 188
buf_2 | 9 | 45.0
nor2_1 | 40 | 150
a21o_1 | 5 | 37.5
ha_1 | 37 | 463
nand3b_1 | 5 | 37.5
nor4_1 | 6 | 37.5
inv_1 | 24 | 90.1
clkbuf_1 | 18 | 67.6
or2_2 | 4 | 25.0
o21bai_1 | 3 | 22.5
o31ai_1 | 4 | 30.0
o32ai_1 | 8 | 70.1
-- report_power, final --
| group | leakage (nW) | total (mW) | switching [mW] | internal (mW) |
|---|---|---|---|---|
| logic | 1.42 | 0.192 | 0.105 | 0.0871 |
| clock network | 0.116 | 0.826 | 0.431 | 0.395 |
| registers | 0.867 | 1.20 | 0.0164 | 1.18 |
-- metrics by stage --
| stage | hold WS (ns) | power (mW) |
|---|---|---|
| 3_5_place_dp | 0.406 | 1.41 |
| 2_1_floorplan | 0.383 | 1.33 |
| 6_report | 0.433 | 2.21 |
| 5_1_grt | 0.450 | 2.31 |
| 3_3_place_gp | 0.398 | 1.41 |
| 4_1_cts | 0.432 | 2.24 |
-- path summary, 6_finish.rpt --
| check | start | to |
|---|---|---|
| worst max-delay path | wr_addr[1] | flop |
| worst min-delay path | seg7_cntr[0]$_DFF_P_ | seg7_cntr[0]$_DFF_P_ |
| worst max register to register | seg7_cntr[15]$_DFF_P_ | seg7_data[4]$_DFF_P_ |
| worst min register to register | seg7_cntr[0]$_DFF_P_ | seg7_cntr[0]$_DFF_P_ |
-- metal layers --
layer	part of all wire	vias up	global-route usage	wire length, µm
met5	0	-	0	0
met4	0.015	0	0.0323	199
li1	-	2246	-	-
met1	0.47	2038	0.370	6320
met2	0.46	111	0.393	6090
met3	0.053	12	0.0494	699
-- final cells by class --
class / count / area (µm²) / share of cell area
inverter: 27 / 103 / 0.0162
multi-input combinational: 447 / 3190 / 0.502
tap: 140 / 175 / 0.0276
clock inverter: 7 / 111 / 0.0175
sequential: 107 / 2140 / 0.337
timing repair buffer: 55 / 508 / 0.0800
clock buffer: 9 / 124 / 0.0195
Power and IR drop assume default switching activity.
